===== run.sh =====
#!/bin/bash
# OpenROAD 26Q1-2900-gdf79404cd8, Yosys 0.63+post, stock flow scripts
make -C /OpenROAD-flow-scripts/flow DESIGN_CONFIG=/design/flow/config.mk WORK_HOME=/design/flow/orfs finish

===== config.mk =====
export PLATFORM = sky130hd
export DESIGN_NAME = klein_64
export DESIGN_NICKNAME = klein_64
export VERILOG_FILES = /design/flow/design.v
export SDC_FILE = /design/flow/constraint.sdc
export NUM_CORES = 4
export LEC_CHECK = 1
export CORE_UTILIZATION = 50

===== constraint.sdc =====
current_design klein_64

set clk_period 8.0
set clk_io_pct 0.2

create_clock -name clk0 -period $clk_period [get_ports {ck}]

set non_clock_inputs [all_inputs -no_clocks]
set_input_delay [expr $clk_period * $clk_io_pct] -clock clk0 $non_clock_inputs
set_output_delay [expr $clk_period * $clk_io_pct] -clock clk0 [all_outputs]

===== design.v =====
module  klein_64  ( start , inp , key , ck , ready , out ) ;
input   start ;
input   [0:7]  inp ;   
input   [0:7]  key ;   
input   ck ;  
output  ready ;
output  [0:7]  out ;   
wire    round0 ;
wire    [0:3]  round ;
wire    [0:7]  rout;
wire    [0:3]  sels;
wire    [0:3]  selk;
klein_control  u_control  (
  .start   ( start   ) ,
  .ck      ( ck      ) ,
  .round0  ( round0  ) ,
  .round   ( round   ) ,
  .ready   ( ready   ) ,
  .sels    ( sels    ) ,
  .selk    ( selk    ) 
) ;
klein_comb  u_comb  (
  .inp     ( inp    ), 
  .key     ( key    ), 
  .round0  ( round0 ), 
  .ck      ( ck     ) ,
  .round   ( round  ),
  .sels    ( sels   ),
  .selk    ( selk   ), 
  .out     ( rout   )
) ;
assign  out  =  rout ;
endmodule
module  klein_control  ( start , ck , round0 ,  round , ready, sels, selk ) ;
input   start ;
input   ck ;  
output  round0 ;   
output  [0:3] round;
output  ready ;
output   [0:3]   sels;
output   [0:3]   selk;
reg     [0:3]  round_ps;
wire    [0:3]  round_ns;
reg     [2:0]  cnt_ps ;   
wire    [2:0]  cnt_ns ;   
reg            ready ;    
wire 		   round12;
reg     [0:7] intsel;
assign  cnt_ns  =  start  ?  0  :  cnt_ps + 1 ;
always  @ ( posedge ck )  cnt_ps  <=  cnt_ns ;
assign  round_ns    =  start ? 0 : ( (cnt_ps==7) ? round_ps+1 : round_ps) ;
always  @ ( posedge ck  )  round_ps  <=  round_ns ;
assign  round0   =  ( round_ps == 0 ) ;
assign  round12  =  ( round_ps == 12 ) ;
assign  round  =  round_ps;
always  @ ( posedge ck )  ready  <=  round12 ;
always  @ ( * )
  case  ( cnt_ps )
    4'h0  :  intsel  =  { 4'b0111 , 4'b0000 } ; 
    4'h1  :  intsel  =  { 4'b1011 , 4'b0000 } ; 
    4'h2  :  intsel  =  { 4'b1001 , 4'b0010 } ; 
    4'h3  :  intsel  =  { 4'b0000 , 4'b0101 } ; 
    4'h4  :  intsel  =  { 4'b0111 , 4'b1001 } ;
    4'h5  :  intsel  =  { 4'b0011 , 4'b1000 } ; 
    4'h6  :  intsel  =  { 4'b0001 , 4'b1000 } ; 
    4'h7  :  intsel  =  { 4'b0000 , 4'b1100 } ; 
  endcase  
assign sels= intsel[0:3]; 
assign selk= intsel[4:7]; 
endmodule
module  sbox  ( a , y ) ;
input   [0:3]  a ;   
output  [0:3]  y ;   
reg     [0:3]  y ;   
function [0:3] F;
input [0:3] x;
case ( x )
  4'h0  :  F  =  4'h3 ; 
  4'h1  :  F  =  4'hD ; 
  4'h2  :  F  =  4'h7 ; 
  4'h3  :  F  =  4'h8 ; 
  4'h4  :  F  =  4'hB ;
  4'h5  :  F  =  4'h5 ; 
  4'h6  :  F  =  4'hF ; 
  4'h7  :  F  =  4'h0 ; 
  4'h8  :  F  =  4'hA ; 
  4'h9  :  F  =  4'h4 ; 
  4'hA  :  F  =  4'h6 ; 
  4'hB  :  F  =  4'h9 ; 
  4'hC  :  F  =  4'h2 ; 
  4'hD  :  F  =  4'hC ; 
  4'hE  :  F  =  4'hE ; 
  4'hF  :  F  =  4'h1 ;
endcase
endfunction
function [0:3] G;
input [0:3] x;
case ( x )
  4'h0  :  G  =  4'h0 ; 
  4'h1  :  G  =  4'hA ; 
  4'h2  :  G  =  4'h4 ; 
  4'h3  :  G  =  4'hF ; 
  4'h4  :  G  =  4'hC ;
  4'h5  :  G  =  4'h7 ; 
  4'h6  :  G  =  4'h9 ; 
  4'h7  :  G  =  4'h3 ; 
  4'h8  :  G  =  4'h8 ; 
  4'h9  :  G  =  4'h2 ; 
  4'hA  :  G  =  4'hE ; 
  4'hB  :  G  =  4'h5 ; 
  4'hC  :  G  =  4'h6 ; 
  4'hD  :  G  =  4'hD ; 
  4'hE  :  G  =  4'h1 ; 
  4'hF  :  G  =  4'hB ;
endcase
endfunction
function [0:3] H;
input [0:3] x;
case ( x )
  4'h0  :  H  =  4'h9 ; 
  4'h1  :  H  =  4'h6 ; 
  4'h2  :  H  =  4'h8 ; 
  4'h3  :  H  =  4'hF ; 
  4'h4  :  H  =  4'h3 ;
  4'h5  :  H  =  4'hC ; 
  4'h6  :  H  =  4'h2 ; 
  4'h7  :  H  =  4'h5 ; 
  4'h8  :  H  =  4'hD ; 
  4'h9  :  H  =  4'h0 ; 
  4'hA  :  H  =  4'h4 ; 
  4'hB  :  H  =  4'h1 ; 
  4'hC  :  H  =  4'h7 ; 
  4'hD  :  H  =  4'hA ; 
  4'hE  :  H  =  4'hE ; 
  4'hF  :  H  =  4'hB ;
endcase
endfunction
always  @ ( * )
  y = F(G(H(a)));
endmodule
module  klein_comb  ( inp, key, round0, round1, round, sels, selk, out, ck ) ;
input   [0:7]   inp ;   
input   [0:7]   key ;
input   [0:3]   sels;
input   [0:4]   selk;
input           round0;
input           round1;
input   [0:4]   round;
input   ck;
output  [0:7]   out;
reg     [0:12*8-1]   state ;
reg     [0:10*8-1]    keys;
wire    [0:12*8-1]   nstate ;
wire    [0:10*8-1]    nkeys;
wire    [0:3]        sbin1;
wire    [0:3]        sbin2;
wire    [0:3]        sbin3;
wire    [0:3]        sbin4;
wire    [0:3]        sbout3;
wire    [0:3]        sbout4;
wire    [0:7]        r9in;
wire    [0:7]        r9out;
wire    [0:7]        r10in;
wire    [0:7]        r11in;
wire    [0:7]        r0temp;
wire    [0:7]        k0temp;
assign sbin1= sels[0] ? state[56:59]  : state[0:3];
assign sbin2= sels[0] ? state[60:63]  : state[4:7];
sbox  sb1( .a(sbin1) , .y(nstate[8:11]));
sbox  sb2( .a(sbin2) , .y(nstate[12:15]));
assign r0temp = round0 ? inp : state[88:95];
assign nstate[0:7]  = r0temp ^ nkeys[0:7];
assign nstate[16:47]= state[8:39]; 
assign nstate[48:55]= sels[0] ? state[0:7] : state[56:63];
assign nstate[56:63] = state[48:55];
assign nstate[64:71]  =  { state[9:15] , 1'b0 }  ^  { 3'b000 , state[8] , state[8] , 1'b0 , state[8] , state[8] } ; 
assign r9in=sels[1] ? state[40:47] : state[8:15];
assign r9out  =  r9in  ^  { r9in[1:7] , 1'b0 }  ^  { 3'b000 , r9in[0] , r9in[0] , 1'b0 , r9in[0] , r9in[0] } ; 
assign nstate[72:79]= r9out ^ state[64:71];
assign r10in= sels[2] ? state[40:47] : state[8:15];
assign nstate[80:87]=state[72:79]^r10in;
assign r11in= sels[3] ? state[40:47] : state[8:15];
assign nstate[88:95]= state[80:87]^r11in;
always  @ ( posedge ck )  state  <=  nstate ;
assign sbin3= keys[40:43];
assign sbin4= keys[44:47];
sbox sb3(.a(sbin3), .y(sbout3));
sbox sb4(.a(sbin4), .y(sbout4));
assign k0temp =  round0 ? key : (selk[0] ? (selk[1] ? keys[32:39] : keys[72:79] ): keys[8:15]);
assign nkeys[0:7] = selk[4] ? ({3'b0 , round} ^ k0temp) : k0temp;
assign nkeys[8:15]= keys[0:7];
assign nkeys[16:23]= selk[0] ? keys[8:15] : keys[16:23];
assign nkeys[24:31]= selk[0] ? keys[16:23] : (selk[1] ? (round1 ? key^keys[24:31] : keys[72:79]^keys[24:31]) : keys[24:31]);
assign nkeys[32:39]= selk[0] ? keys[24:31] : (selk[1] ? keys[32:39] : (round1 ? (key^keys[32:39]) : (keys[72:79]^keys[32:39])));
assign nkeys[40:47] = round0 ? (key^keys[32:39]) : (selk[2] ? (selk[3] ?  (keys[72:79]^keys[32:39]) : keys[72:79]) : (selk[3] ? keys[32:39] : keys[40:47]) );
assign nkeys[48:55]= selk[0] ? ((selk[2:3]==2'b01) ? {sbout3, sbout4} : keys[40:47] ) : keys[48:55];
assign nkeys[56:63]= selk[0] ? keys[48:55] : keys[56:63];
assign nkeys[64:71] = selk[0] ? keys[56:63] : (round1 ? key : keys[72:79]);
assign nkeys[72:79] = keys[64:71];
always  @ ( posedge ck )  keys  <=  nkeys ;
assign out=nstate[0:7];  
endmodule

==> flow_metrics.py <==
# Flow results
metrics = {
    "power": {
        "power_frac_seq_pct": 41.9,
        "p_sw_mw": 0.693,
        "power_frac_clock_pct": 28.9,
        "peakVddDrop_mv": 0.274,
        "netSwitchingFraction_pct": 29.6,
        "p_leak_nw": 2.29,
        "powerDensity_nw_per_um2": 443,
        "p_int_mw": 1.65,
        "power_frac_comb_pct": 29.2,
    },
    "grt": {
        "grt_antenna_before_repair": 0,
        "grt_pass1_wl_mm": 10.6,
        "grt_use_total_pct": 15.5,
        "overflow": 0,
        "grt_pass1_vias": 2201,
        "grt_max_degree": 17,
    },
    "clock_network": {
        "clock_latency_ps": 490,
        "post-cts-setup-buffer-count": 0,
        "hold_buffers": 0,
        "cts.sinks": 120,
        "ctsHtreeMaxLevel": 4,
        "cts_tree": "built",
        "clk_path_buf_depth": 2,
        "cts_root_buf": "clkbuf_8",
        "cts_inserted_buffers": 17,
        "path_clk_slew_ps": 50,
        "post_cts_resized": 0,
    },
    "run": {
        "max_cap_viol_count": 0,
        "warnings": 35,
    },
    "die": {
        "fp.dieH_um": 96.2,
        "dieArea_sq_um": 9260,
        "core_area_sq_um": 8680,
        "fp_util_pct": 51.2,
        "rows": 34,
        "die_w_um": 96.2,
        "io_pins": 27,
    },
    "sta": {
        "finClkSkew_ps": 5.82,
        "tightest_slew_ps": 627,
        "hold-worst-slack_ps": 321,
        "tns_ps": 0,
        "setup_viol": 0,
        "finalHoldViolations": 0,
        "finalWorstSetupSlack_ps": 3330,
        "maxSlewHeadroom_pct": 58.1,
        "final.min_clock_period_ps": 4670,
        "period_used_pct": 58.3,
        "report.final.slew_viol_count": 0,
        "fmax_mhz": 214,
        "rsz0062_at_grt": "false",
    },
    "logic_synthesis": {
        "top_cell_area_share_pct": 54.1,
        "postSynthSeqShare_pct": 54.1,
        "ys_cells": 361,
        "ys_sh_xor_pct": 13.4,
        "ys.warnings.count": 6,
        "yosys_area_sq_um": 4440,
        "synthTopCellsByArea": "dfxtp_1 54%, xnor2_1 9.7%, mux2i_1 7.9%, ha_1 5.6%, mux2_2 3.8%",
        "ys_sh_aoi_pct": 4.06,
        "netlist_area_sq_um": 4440,
        "simple_gate_area_share_pct": 4.11,
        "largest_area_cell": "dfxtp_1",
        "synthMuxAreaShare_pct": 14.7,
        "synth.distinct_cells": 33,
        "syn_inst": 361,
        "ys.flops": 120,
        "ys_top_logic_family": "multiplexers",
        "syn_avg_cell_area_sq_um": 12.3,
        "synth_adder_area_share_pct": 5.64,
    },
    "drt": {
        "drtIter0Drc": 24,
        "vias": 2336,
        "ant_nets": 0,
        "vias_per_cell": 4.60,
        "wl_per_cell_um": 12.4,
        "drc": 0,
        "diodes": 0,
        "wl_mm": 6.29,
        "dr.pass1.iters": 4,
    },
    "worst_setup_path": {
        "critPathBufInv": 2,
        "crit_path_frequent_cell": "clkdlybuf4s50_1",
        "cp_max_fo": 2,
        "cp.required_ps": 6400,
        "rr_worst_depth": 12,
        "crit_slowest_cell": "clkdlybuf4s50_1",
        "cp.depth": 5,
        "cpLargestDelayFamily": "buffers and inverters",
        "critPathArrivalTime_ps": 3070,
        "setup.worst_path.end_class": "output port",
        "path_cells": "clkdlybuf4s50_1 > a221oi_1 > a31oi_1 > xnor2_1 > clkdlybuf4s50_1",
        "max_stage_delay_ps": 490,
        "critPathLaunchType": "input port",
        "critical_path_class": "input port to output port",
    },
    "place": {
        "gp_congestion": 0.732,
        "hpwl_mm": 4.31,
        "dp_slack_ps": 3350,
        "numPortBuffers": 26,
        "placed_cells": 477,
    },
    "finish": {
        "postLayoutCoreUtil_pct": 60.9,
        "fin_cells": 508,
        "drive_gt1_share_pct": 15.0,
        "area_growth_pct": 19.1,
        "lay_top_count": "dfxtp_1",
        "mostFrequentLayoutCells": "120 x dfxtp_1, 49 x xnor2_1, 35 x mux2i_1, 26 x clkdlybuf4s50_1, 20 x ha_1",
    },
    "outcome": {
        "status": "complete, no violations",
    },
    "min_path": {
        "hold_class": "register to register",
        "min_path_cells": 0,
    },
}
cell families (layout without fill, tap and decap cells):
group                      count (synthesis)  count (layout)
adders and majority gates                 20              20
DFF                                      120             120
and+or+nand+nor                           39              39
AOI/OAI and AO/OA                         23              23
buffers and inverters                     37              76
xor gates and xnor gates                  66              66
muxes                                     56              56
metrics by stage:
stage	power [mW]	area [sq um]
finish	2.34	5290
global route	2.51	5290
CTS	2.38	5290
detailed placement	1.68	4740
global placement	1.67	4740
floorplan	1.55	4440
metal layers:
layer | vias to the layer above | part of all wire, % | global-route usage [%]
met4 | 0 | 1.3 | 2.36
met1 | 1064 | 53 | 24.7
met3 | 7 | 3.5 | 4.02
met2 | 23 | 42 | 22.5
met5 | - | 0 | 0
li1 | 1242 | - | -
area by class of cell:
class                   count  area, sq um
clock inverters            11          100
multi-input cells         204         1870
fillers                   729         3390
repair buffers             28          275
clock buffers              20          445
well taps                 108          135
flip-flops and latches    120         2400
inverters                  17         63.8
Yosys cell counts, drive strengths merged:
cell type and n:
dfxtp 120, xnor2 51, mux2i 39, ha 20, inv 17, nor2 16, mux2 15, xor2 15
buf 11, clkbuf 9, a21oi 8, nand2 8, and2 5, o21ai 5, nand2b 3, a211oi 2
a221oi 2, a31oi 2, mux4 2, nor2b 2, nor3 2, o31ai 2, o32ai 2, and3 1
nand4 1, nor3b 1
power groups by stage:
stage	sequential, mW	clock (mW)	combinational, mW
after CTS	0.987	0.697	0.696
after global routing	1.01	0.724	0.771
final	0.982	0.678	0.683
sequential cells by signal, indices dropped and copies added (netlist names):
name / cells
u_comb.keys: 16
u_comb.state: 91
u_control.cnt_ps: 3
u_control.intsel: 5
u_control.ready: 1
u_control.round_ps: 4
final timing paths:
path | from | endpoint | slack [ps]
setup reg to reg | u_control.intsel[0] | u_comb.state[8] | 5030
hold / removal | u_comb.state[53] | u_comb.state[61] | 320
setup / recovery | key[4] | out[4] | 3330
hold reg to reg | u_comb.state[53] | u_comb.state[61] | 320
Power figures rest on the tool's default switching activity, not on a simulated workload.
